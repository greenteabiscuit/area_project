==> /design/flow/design.v <==
module coinc (ADX,DX, CLK, CLK1, CEX, CEY, CE1, CE2, BHE, BLE, TRIG, LEDP, DUMMY, WMODE, STAT,RD,WR,USBX,RXF,TXE,WAVEX,WFSTAT,ADCLK, PWDN,DFS,OVR,DACOUT,DCLK,SWIN0,SWIN1,SWIN2);
input [9:0]WAVEX;
inout [7:0] USBX;
output [19:0]ADX;
inout [15:0] DX;
input CLK, CLK1;
input [3:0]DUMMY;
input WMODE;
output CEX,CEY;  
output CE1,CE2,BHE,BLE;  
output TRIG;  
output LEDP;
output [3:0] STAT;  
output [7:0] WFSTAT;  
output RD,WR;
input RXF,TXE,OVR;
output ADCLK,PWDN,DFS;
output [9:0]DACOUT;
output DCLK;
input SWIN0,SWIN1,SWIN2;
reg wall;
reg [9:0] dacoutreg;
reg daclock;
reg [19:0] adrs;
reg [19:0] adrs1;
reg [19:0] adrsrd;
reg [23:0] sum;  
reg [23:0] wavg0;
reg [9:0] wlld;  
reg [9:0] w0,w1,w2,w3,w4,w5,w6,w7,w8,w9;
reg [7:0] translen;
reg [15:0] dix;
reg [15:0] tmp;
reg [7:0] dox;
reg [15:0] dx0,dx1,diff;
reg [7:0] cnt;  
reg [11:0] shift_cnt;  
reg [12:0] cntmask;  
reg [4:0] cntusb;
reg [17:0]adrs_cnt1;  
reg [17:0]cnt_round;
reg [19:0]cnt2;  
reg [15:0] wd;
reg [7:0] ux1;
reg [7:0] lx1,lx2,lx3,lx4;
reg [3:0] lstat;
reg [2:0] wreq;
reg [9:0] waved;  
reg ocx,ocy,xtrig,outp,wm,renewed;
reg ocr;  
reg cea,ceb,bh,bl;
reg wr0,rd0;
reg adc;
reg ledind;  
reg [7:0] adcl;
reg [12:0] timer;
reg [11:0] i;  
reg [7:0] j;  
reg [7:0] k; 
reg [1:0] even;
reg [14:0] phase;
reg [9:0] round;  
always @(posedge RD) begin
lx2 <=USBX;
end
always @(posedge CLK) begin
	if(adcl<1)begin adcl<=1;end else begin adcl<=0; end
	if(daclock<1)begin daclock<=1;end else begin daclock<=0; end
	if(adc==0 && adcl==0) begin
		w8<=w7;w7<=w6;w6<=w5;w5<=w4;w4<=w3;w3<=w2;w2<=w1;w1<=w0;
		wavg0<=( w7+ w6+ w5+ w4+ w3+ w2+ w1+ w0);
		w0<=WAVEX; 
	end
	else if(adcl==1)begin 
		adc<=1-adc;			 
	end
	if (RXF==0) begin	 
		if (cntusb==0)begin	 
			cntusb<=cntusb+1;			 
			rd0<=0;  
		end
		else if(cntusb==5)begin  
			rd0<=1; 
			cntusb<=cntusb+1;
			lx1<=USBX;  
		end
		else if(cntusb==7)begin  
			cntusb<=0; 
		end
		else begin
			cntusb<=cntusb+1;  
		end
	end  
	else if (lx1==8) begin
		lstat<=lx1;
		rd0<=1; wr0<=0;
		translen <=128; cnt<=0; cntusb<=0;
	end
	else if (lx1 ==7) begin  
		lstat<=2;
		rd0<=1; wr0<=0;
		renewed<=0;
	end  
	else if (lx1==1) begin
		rd0<=1; wr0<=0;
		cntusb<=0;
		lstat<=lx1;
		ledind<=1;  
		if (cnt==0)begin
			cnt<=cnt+1;
			adrs<=cnt2;
		end
		else if(cnt==1)begin
			cnt<=cnt+1;
			ocx<=1;ocy<=1;  
			dix<=0;
		end
		else if(cnt==2)begin
			cnt<=cnt+1;
			ocx<=1; ocy<=0; 
		end
		else if(cnt>2)begin
			cnt2<=cnt2+1;	 
			cnt<=0;
		end
		else begin
			cnt<=cnt+1;  
		end
		wlld<=540;  
	end  
	else if (lx1==2) begin
		lstat<=lx1;
		rd0<=1; wr0<=0;
		cntusb<=0;
		renewed<=0;
		adrs<=0;
		adrsrd<=0;
		adrs_cnt1<=0;
		cnt<=0;
		ocx<=0; ocy<=1;
		wd<=0;
		cea<=0; ceb<=1;
		bh<=0; bl<=0;
		sum <= 0;
		phase <= 0;
		wreq<=0;  
		ledind<=0;  
		waved<=0;  
		cntmask<=0;  
	end
	else if (lx1==4) begin
		lstat<=lx1;
		rd0<=1; wr0<=0;
		cntusb<=0;
		ocr<=1;  
		adrsrd<=0; translen<=0; adrs<=0; cnt<=0;adrs_cnt1<=0;wreq<=0;  
		cntmask<=8191;
	end
	else if(lx1==3 && wreq==0)begin	
		lstat<=lx1;
		rd0<=1; wr0<=0;
		cntusb<=0;
		ledind<=1;  
		timer<=timer+1;
		if(timer==8191)begin
			case (cnt)
				0:
					begin
						cnt <= cnt + 1;
						adrs<=adrs_cnt1;
						ocx<=1;ocy<=0;  
						tmp <= wavg0 / 8;
						waved<=w9/16;  
						cntmask<=cntmask-1;
					end
				1:
					begin
						dix<=tmp;	 
						cnt <= cnt + 1;
					end
				2:
					begin
						ocx <= 1; ocy <= 1;
						cnt <= cnt + 1;
					end
				3:  
					begin
						cnt <= cnt + 1;
					end
				4:
					begin
						cnt <= cnt + 1;
						adrs<=adrs_cnt1 + 8192;
						ocx<=1;ocy<=0;  
						dix <= tmp;
						timer<=0;
					end
				5:
					begin
						cnt <= 0;
						adrs_cnt1<=adrs_cnt1+1;
						if(adrs_cnt1>8191) begin wreq<=1; end
					end
			endcase
		end
	end
	else if (lx1==9 && wreq==0) begin
		lstat <= 7;
	end
	else if (lx1==10 && wreq==0) begin
		lstat <= 3;
	end
	else if (lx1==16 && wreq==0) begin
		lstat<=7;
		waved<=16;  
		rd0<=1; wr0<=0;
		cntusb<=0;
		ledind<=1;  
		timer<=timer+1;
		if(timer==8191)begin
         cea <= 0; ceb <= 1; bh <= 0; bl <= 0;
         if(cnt==0) begin
				adrs <= adrs_cnt1;
				cnt <= cnt + 1;
         end
			else if(cnt==1) begin
				ocx <= 0; ocy <= 1; 
				cnt <= cnt + 1;
			end
			else if(cnt==2) begin
            dx0 <= DX;           
				cnt <= cnt + 1;
			end
			else if(cnt==3) begin
				adrs <= adrs_cnt1 + 8192; 
				cnt <= cnt + 1;
				ocx <= 1; ocy <= 1;  
				dix <= dx0;          
			end
			else if(cnt==4) begin
				cnt <= cnt + 1;
				ocx<=1;ocy<=0;  
			end
			else if(cnt==6) begin
				cnt <= cnt + 1;
				ocx<=0;ocy<=1;  
			end
			else if (cnt==7) begin
				cnt <= cnt + 1;
				ocx <= 0;ocy <= 1;  
				adrs_cnt1 <= adrs_cnt1 + 1;  
				if(adrs_cnt1>8191) begin wreq<=1; end
			end
			else if (cnt == 8) begin
				cnt <= 0;
			end
			else begin
				cnt <= cnt + 1;
			end
		end
	end
	else if (lx1==18 && wreq==0) begin
		lstat<=6;
		rd0<=1; 
		cntusb<=0;
		ocx<=0; ocy<=1; 
		cntusb<=0;
		ledind<=1;  
		dacoutreg<=DX;
		waved<=DX/16;
		if(cntmask>0) begin
			adrs<=adrs_cnt1;
			adrs_cnt1<=adrs_cnt1+1;
			cntmask<=cntmask-1;
		end
	end
	else if (lx1==17 && wreq==0) begin
		cea <= 0; ceb <= 1; bh <= 0; bl <= 0;
		waved=17;  
		case(cnt)
			0:
				begin
					adrs <= adrs_cnt1;
					cnt <= cnt + 1;
				end
			1:  
				begin
					ocx <= 0; ocy <= 1;
					cnt <= cnt + 1;
				end
			2:  
				begin
					dx0 <= DX;
					cnt <= cnt + 1;
				end
			3:  
				begin
					cnt <= cnt + 1;
				end
			4:  
				begin
					adrs <= adrs_cnt1 + 8192 + phase;  
					cnt <= cnt + 1;
				end
			5:  
				begin
					ocx <= 0; ocy <= 1;
					cnt <= cnt + 1;
				end
			6:  
				begin
					dx1 <= DX;
					cnt <= cnt + 1;
				end
			7:
				begin
					diff <= (dx0 > dx1) ? (dx0 - dx1) : (dx1 - dx0);
					cnt <= cnt + 1;
				end
			8:  
				begin
					adrs <= 16384 + phase;
					cnt <= cnt + 1;
					ocx <= 1; ocy <= 1;
					sum <= sum + diff;
					dix <= sum;
				end
			9:  
				begin
					cnt <= cnt + 1;
					ocx <= 1; ocy <= 0;
				end
			10:  
				begin
					cnt <= cnt + 1;
				end
			11:  
				begin
					cnt <= cnt + 1;
					ocx <= 0; ocy <= 1;
				end
			12: 
				begin
					cnt <= cnt + 1;
					ocx <= 0; ocy <= 1;
					adrs_cnt1 <= adrs_cnt1 + 1;
				end
			13:  
				begin
					cnt <= cnt + 1;
					ocx <= 1; ocy <= 1;
				end
			14:  
				begin
					cnt <= cnt + 1;
					ocx <= 1; ocy <= 0;
				end
			15:  
				begin
					cnt <= cnt + 1;
				end
			16:  
				begin
					cnt <= cnt + 1;
					ocx <= 0; ocy <= 1;
					if (adrs_cnt1 == 8192) begin
						adrs_cnt1 <= 0;
						phase <= phase + 1;
						sum <= 0;
					end
					if (phase==1500) begin
						wreq <= 1;
					end
				end
			17: 
				begin
					cnt <= cnt + 1;
					ocx <= 0; ocy <= 1;
				end
			18:
				begin
					cnt <= 0;
				end
		endcase
	end
	else if (lx1==19 && wreq==0) begin
		adrs<=262144;  
	end
	else if (lx1==6) begin
		lstat<=lx1;
		rd0<=1; wr0<=0;
		cntusb<=0;
		ocx<=0; ocy<=1; 
		renewed <=0;
		cnt<=0;
		cea<=0; ceb<=1;
		bh<=0; bl<=0;
		wd<=0;
		wr0<=1;
		rd0<=1;
	end
	else if (lx1==5 && translen>0 && TXE==0)begin
		lstat<=lx1;
		if (cnt==0)begin
			wr0<=1;		 
			dox<=DX;
			cnt<=cnt+1;
		end
		else if(cnt==4)begin  
			wr0<=0;					 
			cnt<=cnt+1;
		end
		else if (cnt==11)begin		 
			wr0<=1;
			cnt<=cnt+1;
		end
		else if(cnt==13)begin  
			dox<=(DX>>8);
			cnt<=cnt+1;
		end
		else if(cnt==18)begin  
			wr0<=0;					 
			cnt<=cnt+1;
			end
		else if(cnt==23)begin  
			adrs<=adrs+1;
			cnt<=cnt+1; 
		end
		else if(cnt==24)begin  
			translen<=translen-2;	 
			cnt<=0; 				 
		end
		else begin
			cnt<=cnt+1;  
		end
	end
	else begin
		cntusb<=0;
		ocx<=0;ocy<=1;  
		cea<=0; ceb<=1;
		bh<=0; bl<=0;
		rd0<=1; wr0<=0;
	end
end
assign USBX = (wr0)?dox:8'bz;
assign ADX =adrs;
assign CEX = ocx;
assign CEY = ocy;  
assign TRIG = ledind;  
assign LEDP = xtrig;
assign DX = (1-ocy)?dix:16'bz;
assign CE1 = cea;
assign CE2 = ceb;
assign BHE = bh;
assign BLE = bl;
assign STAT = lstat;
assign WR = wr0;
assign RD = rd0;
assign WFSTAT =waved;
assign ADCLK =adc;
assign DACOUT= dacoutreg;
assign DCLK =daclock;
endmodule
==> /design/flow/run.sh <==
#!/bin/bash
# OpenROAD 26Q1-2900-gdf79404cd8, Yosys 0.63+post, stock flow scripts
make -C /OpenROAD-flow-scripts/flow DESIGN_CONFIG=/design/flow/config.mk WORK_HOME=/design/flow/orfs finish
==> /design/flow/config.mk <==
export PLATFORM = sky130hd
export DESIGN_NAME = coinc
export DESIGN_NICKNAME = coinc
export VERILOG_FILES = /design/flow/design.v
export SDC_FILE = /design/flow/constraint.sdc
export NUM_CORES = 4
export LEC_CHECK = 1
export CORE_UTILIZATION = 40
==> /design/flow/constraint.sdc <==
current_design coinc

set clk_period 7.8
set clk_io_pct 0.2

create_clock -name clk0 -period $clk_period [get_ports {CLK}]

set non_clock_inputs [all_inputs -no_clocks]
set_input_delay [expr $clk_period * $clk_io_pct] -clock clk0 $non_clock_inputs
set_output_delay [expr $clk_period * $clk_io_pct] -clock clk0 [all_outputs]
==> flow_summary.yaml <==
# yosys + openroad results
run_status:
  status: "did not finish"
  stop_stage: "clock tree synthesis (4_1_cts)"
  stop_error: "[error] [KeplerFormal.cpp:679] Workflow failed: Iso has multiple drivers: .DX0, DX[0]$_SDFFCE_PP0P_.Q0"
logic_synthesis:
  yosys.stat.chipArea_sq_mm: 0.0210
  mux_share_pct: 1.13
  synthDistinctLibCells: 78
  top_cells_by_area: "sky130_fd_sc_hd__edfxtp_1, sky130_fd_sc_hd__fa_1, sky130_fd_sc_hd__ha_1"
  post-synth-top-area-fraction_pct: 49.3
  synth_warnings: 12
  post_synthesis_cells: 1977
  ys_sh_simple_pct: 14.5
  ys_seq_share_pct: 49.7
  synth_async_sr_flop_share_pct: 0
  synth-cells-yosys: 1977
  aoi_share_pct: 11.9
  number_of_flops_mapped_to_enable_cells_by_yosys: 344
  synthTopLogicFamily: "simple AND/OR/NAND/NOR gates"
  syn_area_sq_mm: 0.0210
  postSynthRegisterBits: 348
  synth.cellmix.xorXnorShare_pct: 6.31
  cell_type_with_the_largest_total_area: "sky130_fd_sc_hd__edfxtp_1"
  synth_area_per_cell_sq_um: 10.6
  synth_top_flop_cell: "sky130_fd_sc_hd__edfxtp_1"
  synth.cellmix.adderShare_pct: 11.3
clocking:
  clock-root-buffer: "sky130_fd_sc_hd__clkbuf_16"
  holdBufCountCts: 0
  number_of_buffers_created_by_cts: 42
  cts.sinks: 348
  cts_max_level: 2
  post_cts_setup_inserts: 0
  cts_max_path_buffers: 3
  number_of_gates_resized_after_cts: 0
place:
  placed_cell_area_sq_mm: 0.0224
  dp.final_hpwl_mm: 37.7
  post-place-ws_ps: 3230
  finalWeightedCongestion: 0.973
  place.detailed.instances: 2684
  port_buffers: 61
floorplanning:
  dieHeight_um: 231
  floorplan.rows: 83
  die_x_um: 231
  fp-utilization_pct: 40.7
  count_of_pins_on_the_block_boundary: 103
==> cells by family after synthesis <==
group | count (synthesis)
AOI/OAI and AO/OA | 389
xor gates and xnor gates | 151
adders and majority gates | 152
buffers and inverters | 278
DFF | 348
muxes | 22
other | 2
and+or+nand+nor | 635
==> through the flow <==
stage | power [uW] | hold slack, ps
after floorplan | 2090 | 324
after global placement | 2100 | 332
after detailed placement | 2100 | 337
==> Yosys cell counts (9+ instances only) <==
master and n:
sky130_fd_sc_hd__or3_1 9, sky130_fd_sc_hd__and2_1 15, sky130_fd_sc_hd__xor2_1 69, sky130_fd_sc_hd__buf_4 9, sky130_fd_sc_hd__a222oi_1 13, sky130_fd_sc_hd__and3_1 39
sky130_fd_sc_hd__nand4_1 21, sky130_fd_sc_hd__nor2_1 174, sky130_fd_sc_hd__mux2i_1 12, sky130_fd_sc_hd__nor3_1 45, sky130_fd_sc_hd__nand2_1 173, sky130_fd_sc_hd__inv_1 203
sky130_fd_sc_hd__o21ai_0 94, sky130_fd_sc_hd__edfxtp_1 344, sky130_fd_sc_hd__nand3_1 68, sky130_fd_sc_hd__fa_1 62, sky130_fd_sc_hd__ha_1 90, sky130_fd_sc_hd__o21bai_1 9
sky130_fd_sc_hd__nor2b_1 21, sky130_fd_sc_hd__nor4_1 14, sky130_fd_sc_hd__xnor2_1 82, sky130_fd_sc_hd__a21o_1 19, sky130_fd_sc_hd__mux2_2 9, sky130_fd_sc_hd__a211oi_1 15
sky130_fd_sc_hd__a21oi_1 114, sky130_fd_sc_hd__nand2b_1 19, sky130_fd_sc_hd__a31oi_1 24, sky130_fd_sc_hd__clkbuf_1 52
No activity file was given, so power comes from the tool's default toggle rates.
